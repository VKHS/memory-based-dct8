[flow/config.mk]
export PLATFORM = sky130hd
export DESIGN_NAME = cordic8
export DESIGN_NICKNAME = cordic8
export VERILOG_FILES = /design/flow/design.v
export SDC_FILE = /design/flow/constraint.sdc
export NUM_CORES = 4
export LEC_CHECK = 1
export CORE_UTILIZATION = 40
[flow/constraint.sdc]
current_design cordic8

set clk_period 22.1
set clk_io_pct 0.2

create_clock -name clk0 -period $clk_period

set non_clock_inputs [all_inputs -no_clocks]
set_input_delay [expr $clk_period * $clk_io_pct] -clock clk0 $non_clock_inputs
set_output_delay [expr $clk_period * $clk_io_pct] -clock clk0 [all_outputs]
[flow/design.v]
parameter DCT8_N          = 8;
parameter DCT8_IN_W       = 16;
parameter DCT8_COEFF_W    = 16;
parameter DCT8_OUT_W      = 18;
parameter DCT8_FRAC_BITS  = 15;
module cordic8 #(
    parameter DATA_W   = DCT8_IN_W,
    parameter COEFF_W  = DCT8_COEFF_W,
    parameter FRACBITS = DCT8_FRAC_BITS
)(
    input  wire                     clk,
    input  wire                     rst_n,
    input  wire signed [DATA_W-1:0] x_in,
    input  wire signed [DATA_W-1:0] y_in,
    input  wire        [1:0]        angle_sel,
    output wire signed [DATA_W-1:0] x_out,
    output wire signed [DATA_W-1:0] y_out
);
    wire signed [DATA_W-1:0] x_scaled_in;
    wire signed [DATA_W-1:0] y_scaled_in;
    wire signed [DATA_W-1:0] x_rot;
    wire signed [DATA_W-1:0] y_rot;
    wire signed [DATA_W-1:0] x_scaled_out;
    wire signed [DATA_W-1:0] y_scaled_out;
    radius_scale8 #(
        .WIDTH(DATA_W)
    ) u_scale_up_x (
        .in_val (x_in),
        .out_val(x_scaled_in)
    );
    radius_scale8 #(
        .WIDTH(DATA_W)
    ) u_scale_up_y (
        .in_val (y_in),
        .out_val(y_scaled_in)
    );
    cordic8_core #(
        .DATA_W  (DATA_W),
        .COEFF_W (COEFF_W),
        .FRACBITS(FRACBITS)
    ) u_core (
        .x_in      (x_scaled_in),
        .y_in      (y_scaled_in),
        .angle_sel (angle_sel),
        .x_out     (x_rot),
        .y_out     (y_rot)
    );
    radius_scale8 #(
        .WIDTH(DATA_W)
    ) u_scale_down_x (
        .in_val (x_rot),
        .out_val(x_scaled_out)
    );
    radius_scale8 #(
        .WIDTH(DATA_W)
    ) u_scale_down_y (
        .in_val (y_rot),
        .out_val(y_scaled_out)
    );
    assign x_out = x_scaled_out;
    assign y_out = y_scaled_out;
endmodule
module cordic8_core #(
    parameter DATA_W   = DCT8_IN_W,
    parameter COEFF_W  = DCT8_COEFF_W,
    parameter FRACBITS = DCT8_FRAC_BITS
)(
    input  wire signed [DATA_W-1:0]  x_in,
    input  wire signed [DATA_W-1:0]  y_in,
    input  wire        [1:0]         angle_sel,
    output wire signed [DATA_W-1:0]  x_out,
    output wire signed [DATA_W-1:0]  y_out
);
    localparam signed [COEFF_W-1:0] COS_PI_16   = 16'sd32138;
    localparam signed [COEFF_W-1:0] SIN_PI_16   = 16'sd6393;
    localparam signed [COEFF_W-1:0] COS_PI_8    = 16'sd30274;
    localparam signed [COEFF_W-1:0] SIN_PI_8    = 16'sd12540;
    localparam signed [COEFF_W-1:0] COS_3PI_16  = 16'sd27246;
    localparam signed [COEFF_W-1:0] SIN_3PI_16  = 16'sd18205;
    reg signed [COEFF_W-1:0] cos_k;
    reg signed [COEFF_W-1:0] sin_k;
    always @(*) begin
        case (angle_sel)
            2'b00: begin
                cos_k = COS_PI_16;
                sin_k = SIN_PI_16;
            end
            2'b01: begin
                cos_k = COS_PI_8;
                sin_k = SIN_PI_8;
            end
            2'b10: begin
                cos_k = COS_3PI_16;
                sin_k = SIN_3PI_16;
            end
            default: begin
                cos_k = COS_PI_16;
                sin_k = SIN_PI_16;
            end
        endcase
    end
    localparam PROD_W = DATA_W + COEFF_W;
    wire signed [PROD_W-1:0] x_cos = x_in * cos_k;
    wire signed [PROD_W-1:0] y_sin = y_in * sin_k;
    wire signed [PROD_W-1:0] x_sin = x_in * sin_k;
    wire signed [PROD_W-1:0] y_cos = y_in * cos_k;
    wire signed [PROD_W:0] x_tmp = x_cos - y_sin;
    wire signed [PROD_W:0] y_tmp = x_sin + y_cos;
    assign x_out = x_tmp >>> FRACBITS;
    assign y_out = y_tmp >>> FRACBITS;
endmodule
module radius_scale8 #(
    parameter WIDTH = 16
)(
    input  wire signed [WIDTH-1:0] in_val,
    output wire signed [WIDTH-1:0] out_val
);
    assign out_val = in_val;
endmodule
[flow/run.sh]
#!/bin/bash
# OpenROAD 26Q1-2900-gdf79404cd8, Yosys 0.63+post, stock flow scripts
make -C /OpenROAD-flow-scripts/flow DESIGN_CONFIG=/design/flow/config.mk WORK_HOME=/design/flow/orfs finish
==> summary.txt <==
Purpose: to document the outcome of synthesis and place and route.

Outcome
The run finished with clean final reports.

Yosys
A synthesized cell averages 10.13 um2. The number of instances in the synthesized netlist is 2864. The synthesis report lists the Yosys warning total as 1. The cell total in the yosys stat output is 2864. The synthesized netlist has a Yosys-reported chip area of 29010 um2. The library cell occupying the most area in the post-synthesis netlist is sky130_fd_sc_hd__fa_1. The netlist area before placement is 29010 um2. The main area contributors are sky130_fd_sc_hd__fa_1 58%, sky130_fd_sc_hd__ha_1 15%, sky130_fd_sc_hd__inv_1 13%. The gate-level netlist out of Yosys references 46 unique cell types. Per the synthesis report, the single largest cell type by area occupies 58.25% of cell area. The share of synthesized area occupied by flip-flops and latches is 0%.

Final layout
The layout-stage area growth over the synthesis result is 6.772%. The total non-filler cell area in the finished layout is 30970 um2. The finished layout holds 3862 standard cells, fillers aside. The clock buffer count is 0.

The design has 0 sequential cells. Across the whole layout, storage elements account for 0 um2. In the final layout, the share of cells above drive strength 1 is 2.473%.

Critical path
STA classifies the critical path endpoint as an output port. The worst stage delay on the critical path is 0.76 ns. STA classifies the critical path startpoint as a primary input. The worst-path maximum fanout is 31. The OpenROAD report gives the critical path a required time of 17.68 ns.

The OpenROAD report gives the critical path a data arrival time of 13.65 ns. The classification of the worst setup path is primary input to output port. The most numerous cell type found on the critical path is sky130_fd_sc_hd__inv_1. The slowest cell on the critical path is sky130_fd_sc_hd__nor2_1.

Detailed routing
The residual antenna-violating net count after detailed routing is 0. Before antenna repair, the detailed router went through 7 iterations. The post-detailed-route DRC marker count is 0. Per the detail_route report, the via count comes to 18070.

After detailed routing, the average wire length per cell comes to 20.15 um. The violation tally recorded at the end of detailed-routing iteration 0 is 687. The number of vias per cell is 4.679. The wire length after detailed routing is 77.81 mm.

GRT
The number of antenna violations at the first check in global routing is 1. The largest net degree at the start of global routing is 42. The number of global-route vias before repair was 20600. The global route total overflow is 0.

The global routing report lists combined usage of all routing layers as 24.46%. The first global-routing pass estimated 122.4 mm of wire.

Clock network
The post-cts sizing count is 0. The post-CTS setup buffer count is 0. The number of buffers inserted by hold repair at cts is 0.

Floorplan
The die is 271.3 um wide. The share of the core area taken by cells at floorplan is 40.51%. The die span in y is 271.3 um. The site row count is 98. The die covers 73600 um2. The number of primary I/O pins is 68. The core region area is 71610 um2.

Job
Across all stage logs, warnings added up to 70. The number of maximum-capacitance violations recorded for the run is 0.

Place
The final weighted congestion in routability-driven placement is 1.011. The post-placement cell area is 30970 um2. The number of input and output port buffers inserted is 66.

The number of placed cells counting well taps is 3861. In the placement report, post-DP HPWL is listed as 71.60 mm.

Final timing
For reference, the final report shows the max-slew violation count at 0. The number of endpoints with negative hold slack in the final report is 0. Setup repair after global routing left no endpoint under its margin. Adding up every negative setup slack in the final design gives 0 ns. The final-report setup violation count is 0. The slew at the pin closest to its max-slew limit is 0.9541 ns. In this run the tightest slew margin relative to its limit is 36.16%. The maximum frequency from static timing analysis is 0.05535 GHz. Dividing the final minimum period by the clock period gives 81.75%. For the finished layout, the period the worst path requires is 18.07 ns.

Worst hold path
STA reports the tightest min-delay check as being of type primary input to output port.
## cells by family (layout without fill, tap and decap cells)
| family | after synthesis | count (layout) | share of synthesized area [%] |
|---|---|---|---|
| other | 0 | 1 | 0 |
| buffers and inverters | 1045 | 1092 | 13.55 |
| AOI/OAI and AO/OA | 150 | 150 | 3.313 |
| adders and majority gates | 1197 | 1197 | 73.46 |
| xor gates and xnor gates | 130 | 130 | 3.925 |
| and+or+nand+nor | 342 | 342 | 5.750 |
## synth_stat cells (2+ instances only)
master / number
sky130_fd_sc_hd__o21ai_1: 2
sky130_fd_sc_hd__fa_1: 844
sky130_fd_sc_hd__o21a_1: 8
sky130_fd_sc_hd__xnor2_1: 105
sky130_fd_sc_hd__a31oi_1: 5
sky130_fd_sc_hd__clkinv_1: 2
sky130_fd_sc_hd__o21ai_0: 33
sky130_fd_sc_hd__and2_1: 45
sky130_fd_sc_hd__a211o_1: 2
sky130_fd_sc_hd__nand3_1: 3
sky130_fd_sc_hd__nand2b_1: 66
sky130_fd_sc_hd__and3_1: 6
sky130_fd_sc_hd__nor3_1: 7
sky130_fd_sc_hd__a21oi_2: 4
sky130_fd_sc_hd__inv_1: 974
sky130_fd_sc_hd__a211oi_1: 9
sky130_fd_sc_hd__a21oi_1: 47
sky130_fd_sc_hd__maj3_1: 2
sky130_fd_sc_hd__o211ai_1: 2
sky130_fd_sc_hd__nand2_1: 78
sky130_fd_sc_hd__or2_2: 11
sky130_fd_sc_hd__nand4_1: 2
sky130_fd_sc_hd__xor2_1: 25
sky130_fd_sc_hd__buf_1: 4
sky130_fd_sc_hd__nor2_1: 107
sky130_fd_sc_hd__ha_1: 351
sky130_fd_sc_hd__o21bai_1: 5
sky130_fd_sc_hd__clkbuf_1: 63
sky130_fd_sc_hd__nor2b_1: 12
sky130_fd_sc_hd__or3_1: 3
sky130_fd_sc_hd__a21o_1: 22
## cell type report
| cell class | count | area, um2 |
|---|---|---|
| antenna | 1 | 2.502 |
| fill | 6965 | 40640 |
| inverter | 976 | 3664 |
| multi-input combinational | 1819 | 25080 |
| tap | 950 | 1189 |
| timing repair buffer | 116 | 1036 |
## critical path: cells and delay by family
kind                     cells  cell delay [ns]
AND-OR/OR-AND                6             1.55
XOR/XNOR                     1             0.16
adder cells (fa/ha/maj)     10             3.81
buffers and inverters       13             2.39
AND/OR/NAND/NOR              2             1.27
## per-layer routing
layer  global-route usage (%)  up-vias  share of wire, %
li1                         -     8244                 -
met1                    31.76     9074                36
met2                    38.25      651                49
met3                    10.96       97                11
met4                    6.978        4               4.1
met5                    1.027        -              0.13
## through the flow
stage | hold slack, ns | setup WS (ns) | utilization [%]
floorplan | 9.467 | 6.108 | -
detailed placement | 10.66 | 3.941 | 43.25
CTS | 10.68 | 3.940 | 43.25
finish | 10.64 | 4.033 | 43.25
global route | 10.74 | 3.405 | 43.25
global placement | 10.67 | 3.991 | 43.25
## cell usage in the layout (no fill, tap or decap), drive strengths merged, types with 9 or more instances in the layout
cell type,synthesis,routed
clkdlybuf4s50,0,66
o21ai,35,35
xor2,25,25
nand2,78,78
buf,6,50
fa,844,844
nor2b,12,12
nand2b,66,66
a21oi,51,51
and2,45,45
nor2,107,107
ha,351,351
a21o,22,22
a211oi,9,9
or2,11,11
xnor2,105,105
inv,974,974
## path summary, 6_finish.rpt
check	depth (start not counted)	from	end	slack, ns
setup / recovery	32	angle_sel[0]	x_out[15]	4.03
hold / removal	9	y_in[15]	y_out[15]	10.64
