File: flow/run.sh
#!/bin/bash
# OpenROAD 26Q1-2900-gdf79404cd8, Yosys 0.63+post, stock flow scripts
make -C /OpenROAD-flow-scripts/flow DESIGN_CONFIG=/design/flow/config.mk WORK_HOME=/design/flow/orfs finish
File: flow/config.mk
export PLATFORM = sky130hd
export DESIGN_NAME = dct8_mem_bank
export DESIGN_NICKNAME = dct8_mem_bank
export VERILOG_FILES = /design/flow/design.v
export SDC_FILE = /design/flow/constraint.sdc
export NUM_CORES = 4
export LEC_CHECK = 1
export CORE_UTILIZATION = 40
File: flow/constraint.sdc
current_design dct8_mem_bank

set clk_period 3.7
set clk_io_pct 0.2

create_clock -name clk0 -period $clk_period [get_ports {clk}]

set non_clock_inputs [all_inputs -no_clocks]
set_input_delay [expr $clk_period * $clk_io_pct] -clock clk0 $non_clock_inputs
set_output_delay [expr $clk_period * $clk_io_pct] -clock clk0 [all_outputs]
File: flow/design.v
parameter DCT8_N          = 8;
parameter DCT8_IN_W       = 16;
parameter DCT8_COEFF_W    = 16;
parameter DCT8_OUT_W      = 18;
parameter DCT8_FRAC_BITS  = 15;
module dct8_mem_bank #(
    parameter DATA_W = DCT8_IN_W,
    parameter DEPTH  = 8,
    parameter ADDR_W = 3         
)(
    input  wire                      clk,
    input  wire [ADDR_W-1:0]         addr_a,
    input  wire                      we_a,
    input  wire signed [DATA_W-1:0]  din_a,
    output reg  signed [DATA_W-1:0]  dout_a,
    input  wire [ADDR_W-1:0]         addr_b,
    input  wire                      we_b,
    input  wire signed [DATA_W-1:0]  din_b,
    output reg  signed [DATA_W-1:0]  dout_b
);
    reg signed [DATA_W-1:0] mem [0:DEPTH-1];
    integer i;
    initial begin
        for (i = 0; i < DEPTH; i = i + 1) begin
            mem[i] = {DATA_W{1'b0}};
        end
    end
    always @(posedge clk) begin
        if (we_a) begin
            mem[addr_a] <= din_a;
        end
        dout_a <= mem[addr_a];
    end
    always @(posedge clk) begin
        if (we_b) begin
            mem[addr_b] <= din_b;
        end
        dout_b <= mem[addr_b];
    end
endmodule
==> run summary <==
status = completed
Internal = 3660 uW
fillcell total = 1665
pre-CTS WS = 0.802 ns
layout cells sized above 1 = 50.5%
Post-synth seq share = 54.0%
WS Path Type = in2reg
CTS tree = done
layout overhead on the synthesized area = 20.3%
Combinational Power Share = 12.6%
busiest grt layer = met2
Log Warnings = 25
Peak supply drop = 0.299 mV
Reg2Reg Setup Slack = 2.33 ns
Die Y = 146 um
Ys Warns = 1
setup TNS = 0 ns
IO Pins = 73
remaining antenna violation count = 0
endpoint of the worst hold path = dout_a[7]$_DFF_P_
post-cts resize count = 0
Slew Limit Fails = 0
Sw Ratio = 20.8%
post-DP HPWL = 12500 um
CTS clock-pin slew for the worst setup and hold paths = 0.06 ns
actual slew at the worst max-slew pin = 0.794 ns
most common logic cells in the final layout = mux2_2 (151), edfxtp_1 (128), clkdlybuf4s50_1 (69), mux4_2 (38), dfxtp_1 (32)
most numerous logic cell after layout = mux2_2
Layout Utilization = 49.2%
hold-critical path depth = 2
CORE AREA = 0.0203 sq mm
gr ovfl total = 0
Inserted Diodes = 0
DIE AREA = 0.0214 sq mm
worst clock skew = 0.00812 ns
post-synthesis cell area = 0.00831 sq mm
Post-Syn Instances = 439
max-cap violations = 0
Sw Pwr = 963 uW
FF-to-FF End = dout_a[12]$_DFF_P_
Die W = 146 um
Pre-Place Util = 40.9%
# port buffers = 72
met1 GRT Util = 29.7%
Insertion Delay late pin = 0.42 ns
ys flops = 160
min-delay src = mem[5][7]$_DFFE_PP_
Post-Route WL = 20100 um
first-pass GRT wire length = 30500 um
Vias per Instance = 5.74
required time of the critical path = 3.79 ns
pin count of the biggest net entering global routing = 35
post-route DRC violation count = 0
slew margin rel. = 47.1%
number of enable flip-flop cells = 128
GR Layer Usage met2 = 30.7%
CTS Hold Buffers Added = 0
Synth Area per Inst = 18.9 sq um
Critical Path AT = 2.58 ns
routed vias = 4643
initial antenna violation count = 0
RSZ-0062 raised after global routing = false
YS chip area = 0.00831 sq mm
yosys cell count = 439
CTS root buffer = clkbuf_16
hold slack = 0.707 ns
Hold WC Path Type = reg2reg
Setup violations, final = 0
crit path max fanout = 13
clk sink count = 160
setup slack after layout = 1.21 ns
Rows = 52
Flop pwr share = 46.4%
postcts setup bufs = 0
final hold violations = 0
Peak Freq = 402 MHz
Pwr Density = 463 mW/mm^2
critical path launch point type = input pin
Final period util = 67.3%
Max clock buf depth = 2
Synth cell types = 23
CP startpoint = addr_a[1]
met3 Track Usage GR = 11.9%
min Tclk post-route = 2.49 ns
Total GRT Usage = 21.1%
number of global-route vias before repair = 5078
Worst Setup End Kind = flip-flop
clock network fraction of total power = 41.0%
DR iter-0 viols = 222
total CTS buffers = 17
WL/cell = 24.9 um
P_leak = 0.00346 uW
reg2reg path depth = 2
Placer Congestion = 0.852
Critical R2R Launch = mem[4][12]$_DFFE_PP_
Synth Flop Type = edfxtp_1
maximum level of the CTS H-tree = 4
first-pass iteration count of the detailed router = 6
Post-synth ARST share = 0%
cell families (layout without fill, tap and decap cells):
kind of cell / count (synthesis) / in the layout / share of synthesized area [%]
AND-OR/OR-AND: 8 / 8 / 0.632
buffers and inverters: 33 / 133 / 2.68
flip-flops: 160 / 160 / 54.0
multiplexers: 224 / 224 / 40.6
AND/OR/NAND/NOR: 14 / 14 / 2.11
critical path: stages:
cell	delay (ns)
clkdlybuf4s50_1	0.74
buf_4	0.28
nand4b_4	0.11
o21ai_1	0.31
buf_4	0.39
power groups by stage:
stage                 registers, uW  logic (uW)  clock network, uW
final                          2150         583               1900
after global routing           2160         623               2000
after CTS                      2150         588               1940
layer usage:
metal	wire length [um]	vias up
met5	0	-
met4	392	0
li1	-	2024
met3	2480	27
met1	8020	2332
met2	9240	260
Yosys cell counts, types with 3 or more instances:
cell	instances	share of area, %
and4bb_2	3	0.45
mux4_2	38	10
buf_2	13	0.78
buf_4	7	0.63
clkbuf_1	5	0.23
buf_6	6	0.81
dfxtp_1	32	7.7
o21ai_0	4	0.24
mux2_4	9	1.6
mux2_2	151	20
nand2b_1	3	0.23
mux4_1	26	8.2
edfxtp_1	128	46
state kept, by name (all words and copies together) (netlist names):
name    flops
dout_b     16
mem       128
dout_a     16
metrics by stage:
step	instance area [sq um]	power (uW)	std cells
2_1_floorplan	8310	2490	439
3_3_place_gp	9360	2760	777
3_5_place_dp	9360	2770	777
4_1_cts	10000	4670	809
5_1_grt	10000	4790	809
6_report	10000	4630	809
how the worst max path moves through the flow:
stage | end | slack (ns) | depth (start not counted)
after CTS | mem[2][10]$_DFFE_PP_ | 1.24 | 4
after global routing | mem[3][5]$_DFFE_PP_ | 1.14 | 5
final | mem[3][5]$_DFFE_PP_ | 1.21 | 5
final cells by class:
| cell class | count | area [sq um] | area share [%] |
|---|---|---|---|
| timing repair buffer | 100 | 916 | 9.16 |
| clock inverter | 11 | 188 | 1.88 |
| clock buffer | 21 | 450 | 4.51 |
| inverter | 1 | 3.75 | 0.0375 |
| multi-input combinational | 246 | 3620 | 36.2 |
| sequential | 160 | 4480 | 44.9 |
| tap | 270 | 338 | 3.38 |
No activity file was given, so power comes from the tool's default toggle rates.
