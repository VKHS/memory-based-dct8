==> flow/design.v <==
parameter DCT8_N          = 8;
parameter DCT8_IN_W       = 16;
parameter DCT8_COEFF_W    = 16;
parameter DCT8_OUT_W      = 18;
parameter DCT8_FRAC_BITS  = 15;
module butterfly8 #(
    parameter DATA_W = DCT8_IN_W
)(
    input  wire                     clk,
    input  wire                     rst_n,
    input  wire                     enable,
    input  wire signed [DATA_W-1:0] in_a,
    input  wire signed [DATA_W-1:0] in_b,
    output reg  signed [DATA_W-1:0] out_sum,
    output reg  signed [DATA_W-1:0] out_diff
);
    wire signed [DATA_W-1:0] sum;
    wire signed [DATA_W-1:0] diff;
    wire signed [DATA_W-1:0] sum_scaled;
    wire signed [DATA_W-1:0] diff_scaled;
    assign sum  = in_a + in_b;
    assign diff = in_a - in_b;
    ss_unit #(
        .WIDTH(DATA_W),
        .SHIFT(1)
    ) u_ss_sum (
        .din (sum),
        .dout(sum_scaled)
    );
    ss_unit #(
        .WIDTH(DATA_W),
        .SHIFT(1)
    ) u_ss_diff (
        .din (diff),
        .dout(diff_scaled)
    );
    always @(posedge clk or negedge rst_n) begin
        if (!rst_n) begin
            out_sum  <= {DATA_W{1'b0}};
            out_diff <= {DATA_W{1'b0}};
        end else begin
            if (enable) begin
                out_sum  <= sum_scaled;
                out_diff <= diff_scaled;
            end
        end
    end
endmodule
module ss_unit #(
    parameter WIDTH = 16,
    parameter SHIFT = 1
)(
    input  wire signed [WIDTH-1:0] din,
    output wire signed [WIDTH-1:0] dout
);
    assign dout = din <<< SHIFT;
endmodule
==> flow/run.sh <==
#!/bin/bash
# OpenROAD 26Q1-2900-gdf79404cd8, Yosys 0.63+post, stock flow scripts
make -C /OpenROAD-flow-scripts/flow DESIGN_CONFIG=/design/flow/config.mk WORK_HOME=/design/flow/orfs finish
==> flow/config.mk <==
export PLATFORM = sky130hd
export DESIGN_NAME = butterfly8
export DESIGN_NICKNAME = butterfly8
export VERILOG_FILES = /design/flow/design.v
export SDC_FILE = /design/flow/constraint.sdc
export NUM_CORES = 4
export LEC_CHECK = 1
export CORE_AREA = 10 10 112 112
export DIE_AREA = 0 0 122 122
==> flow/constraint.sdc <==
current_design butterfly8

set clk_period 1.5
set clk_io_pct 0.2

create_clock -name clk0 -period $clk_period [get_ports {clk}]

set non_clock_inputs [all_inputs -no_clocks]
set_input_delay [expr $clk_period * $clk_io_pct] -clock clk0 $non_clock_inputs
set_output_delay [expr $clk_period * $clk_io_pct] -clock clk0 [all_outputs]
==> job_summary.md <==
## Synthesis and layout report

| Metric | Value |
|---|---|
| Outcome | `finished, violations left` |
| Failing checks | `setup timing` |
| Req. time, crit path | `1.67 ns` |
| Placed cell area | `0.00424 mm2` |
| Internal | `2.50 mW` |
| Setup WS post-layout | `-0.317 ns` |
| CTS Buffer Depth | `2` |
| Post-CTS Hold Fix Bufs | `0` |
| Core area | `0.0102 mm2` |
| Peak supply drop | `0.372 mV` |
| Min Tclk post-route | `1.82 ns` |
| Clk slew on worst S/H paths | `0.07 ns` |
| I/O Buffers | `62` |
| Final Instance Area | `0.00486 mm2` |
| Clock power share | `19.8%` |
| Cell Pwr Density | `757 mW/mm2` |
| Antenna viol nets, final | `0` |
| Crit end category | `flop` |
| ANT cells | `0` |
| CTS H-Tree Depth | `2` |
| Comb power frac | `52.0%` |
| Clk_skew | `0 ns` |
| P_sw | `1.18 mW` |
| Worst setup SP type | `primary input` |
| Area Overhead vs Synth | `91.5%` |
| Die area | `0.0149 mm2` |
| Final core occ | `47.5%` |
| Synthesized flop and latch total | `29` |
| FMAX | `550 MHz` |
| Most common reg cell | `dfrtp_1` |
| Chip Area, Yosys | `0.00254 mm2` |
| Most frequent cells in the layout | `buf_4, clkdlybuf4s50_1, dfrtp_1, nor2_1` |
| Max Cap Violations | `0` |
| Crit path max fanout | `3` |
| Router iterations before antenna repair | `4` |
| R2R setup slack | `0.63 ns` |
| CTS tree | `done` |
| Crit. Startpoint | `in_b[1]` |
| Worst r2r path cells | `2` |
| TritonCTS Buffers | `5` |
| CTS Root Cell | `clkbuf_8` |
| # clock sinks | `29` |
| # rows | `37` |
| Total Routing Usage GR | `11.8%` |
| FP Util | `24.8%` |
| Synth Seq Share | `28.6%` |
| Syn avg cell area | `8.43 um2` |
| Dpl ws | `-1.14 ns` |
| Final Hold Fails | `0` |
| FF-to-FF End | `out_diff[12]$_DFFE_PN0P_` |
| Cell Type Count | `43` |
| Die Y-Extent | `122 um` |
| Sw frac | `32.2%` |
| Number of enable flip-flop cells | `0` |
| Routed WL | `8750 um` |
| FF-to-FF Start | `out_diff[12]$_DFFE_PN0P_` |
| Warnings from Yosys | `1` |
| Post-synth ARST share | `100%` |
| First-pass GRT wire length | `14,400 um` |
| Min-delay worst type | `primary input to flop` |
| Final period util | `121%` |
| Vias in the first global route | `2,832` |
| Clk ins delay skew pair | `0.28 ns` |
| Unrepaired setup endpoints after global routing | `true` |
| Layout cells sized above 1 | `52.6%` |
| Tool warnings | `44` |
| Routed length per instance | `14.8 um` |
| # IOs | `67` |
| Crit path DAT | `1.99 ns` |
| Initial antenna violation count | `0` |
| Vias | `2,698` |
| Fin. max-slew vios | `0` |
| Die X-Extent | `122 um` |
| Post-synth design cell area | `0.00254 mm2` |
| Avg Vias per Cell | `4.56` |
| Setup Viol. Count Final | `20` |
| Setup_tns | `-3.95 ns` |
| Pin count of the biggest net entering global routing | `30` |
| DR iter-0 viols | `130` |
| Worst setup path endpoint | `out_diff[10]$_DFFE_PN0P_` |
| CP Class | `primary input to flop` |
| Leak | `2.10 nW` |
| DRC Markers | `0` |
| Grt ovf | `0` |
| Post-DP HPWL | `6920 um` |
| Most frequent logic cell in the layout | `buf_4` |
| Sequential Power Share | `28.2%` |
| GPL Wtd Cong | `0.881` |
| Total Power | `3.68 mW` |
| Yosys cell count | `301` |
| Post-synthesis cell count | `301` |
[power groups by stage]
stage	clock [mW]	sequential [mW]	combinational [mW]
after CTS	0.747	1.04	1.83
final	0.728	1.04	1.91
after global routing	0.782	1.06	2.08
[timing repair]
item                                    CTS  global route
endpoints found under the setup margin   28            21
buffers inserted                         16             6
pin swaps                                58            35
resized                                 159            30
[kinds of logic after synthesis]
group | count (synthesis) | synth area share [%]
AND/OR/NAND/NOR | 75 | 13.6
other | 1 | 0.148
flip-flops | 29 | 28.6
multiplexers | 12 | 5.18
XOR/XNOR | 20 | 6.90
adder cells (fa/ha/maj) | 30 | 15.4
buffers and inverters | 47 | 7.98
AND-OR/OR-AND | 87 | 22.3
[sequential cells by signal, summed over array words and instances, names as in the netlist]
| signal | cells |
|---|---|
| out_diff | 15 |
| out_sum | 14 |
[through the flow]
stage | instances | hold WS, ns
finish | 592 | 0.334
global route | 592 | 0.336
CTS | 587 | 0.328
detailed placement | 563 | 0.477
global placement | 563 | 0.481
floorplan | 302 | 0.00441
[cells in the mapped netlist, types with 2 or more instances]
master | number | area, um2
a31o_2 | 2 | 17.5
buf_4 | 5 | 37.5
mux2i_1 | 3 | 30.0
nor3_1 | 10 | 50.1
nor2b_1 | 7 | 43.8
o21a_1 | 7 | 52.6
a211o_1 | 2 | 17.5
xnor2_1 | 19 | 166
clkbuf_1 | 8 | 30.0
nand2b_1 | 3 | 18.8
a31oi_1 | 6 | 37.5
mux2_2 | 9 | 101
or3_1 | 2 | 12.5
a21oi_1 | 32 | 160
and3_1 | 3 | 18.8
ha_1 | 28 | 350
a2bb2oi_1 | 2 | 17.5
inv_1 | 28 | 105
nor2_1 | 29 | 109
fa_1 | 2 | 40.0
o311ai_0 | 2 | 17.5
nand2_1 | 14 | 52.6
buf_2 | 6 | 30.0
o31a_1 | 3 | 26.3
o21ai_0 | 13 | 65.1
nand3_1 | 5 | 25.0
o31ai_1 | 6 | 45.0
dfrtp_1 | 29 | 726
o211ai_1 | 2 | 15.0
[worst max-delay path, stage by stage]
cell     delay [ns]
buf_8          0.10
inv_4          0.04
ha_4           0.19
nor2b_2        0.15
o31a_1         0.27
o31a_1         0.34
a31oi_1        0.23
xnor2_1        0.10
mux2_4         0.26
[worst min path at each step]
| stage | from | endpoint | cells after the start |
|---|---|---|---|
| final | in_b[0] | out_diff[1]$_DFFE_PN0P_ | 3 |
| after global routing | in_b[0] | out_diff[1]$_DFFE_PN0P_ | 3 |
| after CTS | in_b[0] | out_diff[1]$_DFFE_PN0P_ | 3 |
[cell type report]
type | count | area (um2)
Fill cell | 895 | 5370
Timing Repair Buffer | 165 | 1430
Clock inverter | 1 | 5.00
Clock buffer | 7 | 96.3
Sequential cell | 29 | 726
Inverter | 28 | 165
Multi-Input combinational cell | 226 | 2270
Tap cell | 136 | 170
[per-layer routing]
metal / vias to the layer above / global-route usage, % / part of all wire, %
li1: 1355 / - / -
met1: 1270 / 16.8 / 48
met2: 64 / 19.0 / 45
met3: 9 / 1.50 / 4.6
met4: 0 / 1.94 / 1.6
met5: - / 0 / 0
No activity file was given, so power comes from the tool's default toggle rates.
